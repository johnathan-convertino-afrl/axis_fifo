**flow/design.v**
```verilog
`timescale 1ns/100ps
module axis_fifo_ctrl #(
    parameter BUS_WIDTH  = 1,
    parameter FIFO_WIDTH = 8,
    parameter FIFO_POWER = 8,
    parameter USER_WIDTH = 1,
    parameter DEST_WIDTH = 1,
    parameter PACKET_MODE= 0
  )
  (
    input                         m_axis_aclk,
    input                         m_axis_arstn,
    output                        m_axis_tvalid,
    input                         m_axis_tready,
    output  [(BUS_WIDTH*8)-1:0]   m_axis_tdata,
    output  [BUS_WIDTH-1:0]       m_axis_tkeep,
    output                        m_axis_tlast,
    output  [USER_WIDTH-1:0]      m_axis_tuser,
    output  [DEST_WIDTH-1:0]      m_axis_tdest,
    input                         s_axis_tlast,
    output                        rd_en,
    input                         rd_valid,
    input   [(FIFO_WIDTH*8)-1:0]  rd_data,
    input                         rd_empty,
    input                         wr_full
  );
  localparam c_ARRAY_LENGTH = DEST_WIDTH + USER_WIDTH + BUS_WIDTH + (BUS_WIDTH*8) + 1;
  localparam c_TDATA_OFFSET = DEST_WIDTH + USER_WIDTH + BUS_WIDTH + 1;
  localparam c_TKEEP_OFFSET = DEST_WIDTH + USER_WIDTH + 1;
  localparam c_TUSER_OFFSET = DEST_WIDTH + 1;
  localparam c_TDEST_OFFSET = 1;
  localparam c_TLAST_OFFSET = 0;
  localparam c_FIFO_SIZE    = {FIFO_POWER{1'b1}};
  reg [FIFO_POWER-1:0] s_tlast_count;
  reg r_mclk_s_axis_tlast;
  reg rr_mclk_s_axis_tlast;
  reg r_mclk_w_full;
  reg rr_mclk_w_full;
  wire [(BUS_WIDTH*8)-1:0] s_m_axis_tdata;
  wire s_m_axis_tvalid;
  wire [BUS_WIDTH-1:0] s_m_axis_tkeep;
  wire s_m_axis_tlast;
  wire [USER_WIDTH-1:0] s_m_axis_tuser;
  wire [DEST_WIDTH-1:0] s_m_axis_tdest;
  reg r_rd_valid;
  reg s_tlast_full;
  generate
  if (PACKET_MODE == 0) begin : gen_PACKET_MODE_DISABLED
    assign m_axis_tdata  = s_m_axis_tdata;
    assign m_axis_tvalid = s_m_axis_tvalid;
    assign m_axis_tkeep  = s_m_axis_tkeep;
    assign m_axis_tdest  = s_m_axis_tdest;
    assign m_axis_tuser  = s_m_axis_tuser;
    assign m_axis_tlast  = s_m_axis_tlast;
    assign rd_en = m_axis_tready;
  end else begin : gen_PACKET_MODE_ENABLED
    assign m_axis_tdata = ((s_tlast_count > 0) ? s_m_axis_tdata : 0);
    assign m_axis_tvalid= ((s_tlast_count > 0) ? s_m_axis_tvalid : 1'b0);
    assign m_axis_tkeep = ((s_tlast_count > 0) ? s_m_axis_tkeep : 0);
    assign m_axis_tdest = ((s_tlast_count > 0) ? s_m_axis_tdest : 0);
    assign m_axis_tuser = ((s_tlast_count > 0) ? s_m_axis_tuser : 0);
    assign m_axis_tlast = ((s_tlast_count > 0) ? s_m_axis_tlast : 1'b0);
    assign rd_en = ((s_tlast_count > 0) ? m_axis_tready : 1'b0);
    always @(posedge m_axis_aclk) begin
      r_mclk_s_axis_tlast <= s_axis_tlast;
      rr_mclk_s_axis_tlast<= r_mclk_s_axis_tlast;
      r_mclk_w_full       <= wr_full;
      rr_mclk_w_full      <= r_mclk_w_full;
    end
    always @(posedge m_axis_aclk) begin
      if(m_axis_arstn == 1'b0) begin
        s_tlast_count <= 0;
        s_tlast_full  <= 1'b0;
      end else begin
        s_tlast_count <= s_tlast_count;
        s_tlast_full  <= s_tlast_full;
        if(c_FIFO_SIZE != s_tlast_count) begin
          if((r_mclk_s_axis_tlast == 1'b1) && (rr_mclk_s_axis_tlast == 1'b0)) begin
            s_tlast_count <= s_tlast_count + 1;
            if(s_tlast_full == 1'b1) begin
              s_tlast_count <= s_tlast_count;
            end
          end
          if((r_mclk_w_full == 1'b1) && (rr_mclk_w_full == 1'b0)) begin
            s_tlast_count <= s_tlast_count + 1;
            s_tlast_full  <= 1'b1;
          end
        end
        if((s_tlast_count > 0) && (m_axis_tready == 1'b1)) begin
          if(rd_data[c_TLAST_OFFSET] == 1'b1) begin
            s_tlast_count <= s_tlast_count - 1;
          end
          if((rd_empty == 1'b1) && (s_tlast_full == 1'b1)) begin
            s_tlast_count <= s_tlast_count - 1;
            s_tlast_full  <= 1'b0;
          end
        end
      end
    end
  end
  endgenerate
  assign s_m_axis_tdata  = (((rd_valid == 1'b1) || (r_rd_valid == 1'b1)) ? rd_data[((BUS_WIDTH*8)-1+c_TDATA_OFFSET):c_TDATA_OFFSET] : 0);
  assign s_m_axis_tkeep  = (((rd_valid == 1'b1) || (r_rd_valid == 1'b1)) ? rd_data[(BUS_WIDTH-1+c_TKEEP_OFFSET):c_TKEEP_OFFSET] : 0);
  assign s_m_axis_tdest  = (((rd_valid == 1'b1) || (r_rd_valid == 1'b1)) ? rd_data[(DEST_WIDTH-1+c_TDEST_OFFSET):c_TDEST_OFFSET] : 0);
  assign s_m_axis_tuser  = (((rd_valid == 1'b1) || (r_rd_valid == 1'b1)) ? rd_data[(USER_WIDTH-1 + c_TUSER_OFFSET):c_TUSER_OFFSET] : 0);
  assign s_m_axis_tlast  = (((rd_valid == 1'b1) || (r_rd_valid == 1'b1)) ? rd_data[c_TLAST_OFFSET] : 1'b0);
  assign s_m_axis_tvalid = rd_valid | r_rd_valid;
  always @(posedge m_axis_aclk) begin
    if(m_axis_arstn == 1'b0) begin
      r_rd_valid <= 1'b0;
    end else begin
      r_rd_valid <= rd_valid;
      if(m_axis_tready == 1'b1) begin
        r_rd_valid <= 1'b0;
      end
    end
  end
endmodule
```
**flow/run.sh**
```bash
#!/bin/bash
# OpenROAD 26Q1-2900-gdf79404cd8, Yosys 0.63+post, stock flow scripts
make -C /OpenROAD-flow-scripts/flow DESIGN_CONFIG=/design/flow/config.mk WORK_HOME=/design/flow/orfs finish
```
**flow/config.mk**
```make
export PLATFORM = sky130hd
export DESIGN_NAME = axis_fifo_ctrl
export DESIGN_NICKNAME = axis_fifo_ctrl
export VERILOG_FILES = /design/flow/design.v
export SDC_FILE = /design/flow/constraint.sdc
export NUM_CORES = 4
export LEC_CHECK = 1
export CORE_AREA = 10 10 70 70
export DIE_AREA = 0 0 80 80
```
**flow/constraint.sdc**
```tcl
current_design axis_fifo_ctrl

set clk_period 1.2
set clk_io_pct 0.2

create_clock -name clk0 -period $clk_period [get_ports {m_axis_aclk}]

set non_clock_inputs [all_inputs -no_clocks]
set_input_delay [expr $clk_period * $clk_io_pct] -clock clk0 $non_clock_inputs
set_output_delay [expr $clk_period * $clk_io_pct] -clock clk0 [all_outputs]
```
==> run_results.csv <==
group,metric,value,unit
sta,period_needed,1.17,ns
pwr,swShare,21.6,%
sta,period_used_share,97.5,%
pwr,power_frac_clock,0,%
synthesis,yosysUniqueCellTypes,6,
worst_hold_path,hold_start,"rd_valid",
synthesis,top_cells_by_count,"12 x o21a_1, 2 x buf_6",
final_layout,final_cell_count_no_fill,94,
pwr,peakVddDrop,0.159,mV
final_layout,reg_top3,"r_rd_valid x1",
sta,layout_setup_ws,0.0300,ns
routing,via_per_inst,2.71,
pwr,p_total,160,uW
synthesis,numSynthFlops,1,
placed_design,gp_congestion,0.769,
setup_path,end_kind,"primary output",
setup_path,setup.worst_path.class,"in2out",
final_layout,syn_to_final_growth,206,%
synthesis,avgSynthCellArea,8.69,um^2
job,maxCapViolCount,0,
setup_path,slowest_stage,"clkdlybuf4s15_1",
setup_path,critical-path-top-delay-family,"buffers and inverters",
setup_path,path_cells,"buf_4, buf_12, buf_6, o21a_1, clkdlybuf4s15_1",
routing,post_drt_wl_per_cell,12.5,um
sta,drv_slew,0,
clock_tree,clk_pin_slew,0,ns
routing,firstDrtPassIters,2,
placed_design,place_inst,92,
floorplan,dieArea,6400,um^2
global_routing,grt_max_degree,14,
routing,drt-total-wl,1180,um
floorplan,rows,21,
synthesis,area_leaders,"o21a_1 58%, buf_6 14%, dfxtp_1 13%",
sta,slew_headroom,94.8,%
routing,drt_iter0_drc,3,
setup_path,critPathArrivalTime,0.93,ns
pwr,p_switching,34.4,uW
synthesis,synth_top_cell_by_area,"o21a_1",
synthesis,yosysWarnings,1,
pwr,combPwrFrac,77.0,%
routing,drc,0,
job,warnings,84,
final_layout,top_register,"r_rd_valid",
synthesis,syn_inst,18,
pwr,p_seq_share,23.0,%
routing,antenna_cells_inserted,0,
final_layout,drive_gt1_share,33.3,%
worst_hold_path,hold-path-cell-count,2,
run_status,outcome,"completed",
global_routing,antenna_found_initial,0,
synthesis,ys_seq_share,12.8,%
floorplan,die_w,80,um
worst_hold_path,hold_path_class,"in2reg",
routing,num_vias,255,
setup_path,crit_buf_inv,4,
sta,worst-slew-pin-transition,0.0779,ns
global_routing,grt_pass1_vias,260,
sta,max_freq,855,MHz
synthesis,edf_count,0,
synthesis,netlist_area,156,um^2
setup_path,critPathLaunchType,"primary input",
setup_path,worst-path-stages,5,
pwr,power_leakage,0.214,nW
final_layout,largest_register_ffs,1,
setup_path,setup.worst_path.start,"rd_valid",
routing,postRouteAntennaNets,0,
setup_path,critical_path_required,0.96,ns
synthesis,flop_cell,"dfxtp_1",
synthesis,yosysChipArea,156,um^2
synthesis,top_area_share,57.6,%
global_routing,grt_pass1_wl,1730,um
pwr,cellPowerDensity,334,nW/um^2
placed_design,io_buffer_count,29,
synthesis,ys_cells,18,
setup_path,critPathMaxStageDelay,0.17,ns
sta,rsz0062_at_grt,"false",
floorplan,num_io_pins,85,
floorplan,initial_core_util,4.58,%
floorplan,core,3420,um^2
worst_hold_path,worstHoldEndpoint,"r_rd_valid",
pwr,power.internal,125,uW
sta,final_hold_viol_count,0,
global_routing,grt_usage,3.54,%
floorplan,die.size.y,80,um
synthesis,synth_async_sr_flop_share,0,%
placed_design,place_ws,-0.543,ns
global_routing,grt_overflow,0,
synthesis,yosysMostFrequentCell,"o21a_1",
clock_tree,cts_hold_buf,0,
sta,setup_viol,0,
setup_path,worst-path-max-fanout,8,
==> placed cells by master (no fill, tap or decap), types with 2 or more instances in the layout <==
cell             count
clkdlybuf4s15_1      2
buf_4                2
dlygate4sd2_1       11
clkbuf_2             3
clkdlybuf4s50_1      7
buf_2                5
buf_12               2
o21a_1              12
==> timing repair <==
item                                    4_1_cts  5_1_grt
hold endpoints to repair                      0        0
buffers inserted                              2        0
gates resized                                42        4
endpoints found under the setup margin       14        3
pin swaps                                     0        1
==> final cells by class <==
cell class	count	area [um^2]
timing repair buffer	33	293
multi-input combinational	14	106
fill	407	2940
sequential	1	21.3
tap	46	57.6
==> cell families (layout without fill, tap and decap cells) <==
family	Yosys count	after routing	synth area share, %
buffers and inverters	3	33	19.2
DFF	1	1	12.8
AOI/OAI and AO/OA	12	12	57.6
and+or+nand+nor	2	2	10.4
==> worst max-delay path by stage <==
stage | to | slack (ns)
4_1_cts | m_axis_tdata[0] | -0.06
5_1_grt | m_axis_tdata[7] | 0.002
6_report | m_axis_tdata[7] | 0.03
==> per-layer routing <==
layer	track usage, %	wire (um)
met5	0	0
met4	0	0
met3	1.93	161
met2	4.90	448
met1	4.96	567
==> through the flow <==
step                      hold WS, ns  util, %  setup TNS (ns)  cell area (um^2)
final                           0.542     14.0               0               478
after global routing            0.564     14.0               0               478
after CTS                       0.545     14.4         -0.0974               492
after detailed placement        0.870     15.1           -7.10               514
after global placement          0.868     15.1           -7.06               514
after floorplan                 0.417        -               0               156
==> power by group through the flow <==
| stage | Sequential (mW) | Clock (mW) | Combinational (mW) |
|---|---|---|---|
| after global routing | 0.0367 | 0 | 0.135 |
| after CTS | 0.0367 | 0 | 0.130 |
| final | 0.0366 | 0 | 0.123 |
Power figures rest on the tool's default switching activity, not on a simulated workload.
